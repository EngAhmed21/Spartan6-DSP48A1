File: flow/run.sh
#!/bin/bash
# OpenROAD 26Q1-2900-gdf79404cd8, Yosys 0.63+post, stock flow scripts
make -C /OpenROAD-flow-scripts/flow DESIGN_CONFIG=/design/flow/config.mk WORK_HOME=/design/flow/orfs finish
File: flow/config.mk
export PLATFORM = sky130hd
export DESIGN_NAME = DSP
export DESIGN_NICKNAME = DSP
export VERILOG_FILES = /design/flow/design.v
export SDC_FILE = /design/flow/constraint.sdc
export NUM_CORES = 4
export LEC_CHECK = 1
export CORE_UTILIZATION = 30
File: flow/constraint.sdc
current_design DSP

set clk_period 15.8
set clk_io_pct 0.2

create_clock -name clk0 -period $clk_period [get_ports {CLK}]

set non_clock_inputs [all_inputs -no_clocks]
set_input_delay [expr $clk_period * $clk_io_pct] -clock clk0 $non_clock_inputs
set_output_delay [expr $clk_period * $clk_io_pct] -clock clk0 [all_outputs]
File: flow/design.v
module DSP #(parameter A0REG = 0, A1REG = 1, B0REG = 0, B1REG = 1,
    CREG = 1, DREG = 1, MREG = 1, PREG = 1, CARRYINREG = 1, CARRYOUTREG = 1, OPMODEREG = 1,
    CARRYINSEL = "OPMODE5", B_INPUT = "DIRECT", RSTTYPE = "SYNC") (
    input CLK, 
    input [7 : 0] OPMODE,
    input CEA, CEB, CEC, CECARRYIN, CED, CEM, CEOPMODE, CEP,
    input RSTA, RSTB, RSTC, RSTCARRYIN, RSTD, RSTM, RSTOPMODE, RSTP,
    input [17 : 0] A, B, D,
    input [47 : 0] C, PCIN,
    input [17 : 0] BCIN,
    input CARRYIN,
    output [17 : 0] BCOUT,
    output [35 : 0] M,
    output [47 : 0] P, PCOUT,
    output CARRYOUT, CARRYOUTF
);
    wire CYI_in, CYI_out, CYO_in, CYO_out;
    wire [7 : 0] OPMODE_out;
    wire [17 : 0] A0_out, B0_in, B0_out, D_out, operation0_out, A1_out, B1_in, B1_out;
    wire [35 : 0] operation1_out, M_out;
    wire [47 : 0] C_out, operation2_out, P_out;
    reg [47 : 0]  X_out, Z_out;
    reg_mux_block #(.BITS(8), .RSTTYPE(RSTTYPE), .SELECTION(OPMODEREG)) block_OPMODE (.clk(CLK), .rst(RSTOPMODE), .en(CEOPMODE), .in(OPMODE), .out(OPMODE_out));
    reg_mux_block #(.BITS(18), .RSTTYPE(RSTTYPE), .SELECTION(A0REG)) block_A0 (.clk(CLK), .rst(RSTA), .en(CEA), .in(A), .out(A0_out));
    assign B0_in = (B_INPUT == "DIRECT") ? B : (B_INPUT == "CASCADE") ? BCIN : 0;
    reg_mux_block #(.BITS(18), .RSTTYPE(RSTTYPE), .SELECTION(B0REG)) block_B0 (.clk(CLK), .rst(RSTB), .en(CEB), .in(B0_in), .out(B0_out));
    reg_mux_block #(.BITS(48), .RSTTYPE(RSTTYPE), .SELECTION(CREG)) block_C (.clk(CLK), .rst(RSTC), .en(CEC), .in(C), .out(C_out));
    reg_mux_block #(.BITS(18), .RSTTYPE(RSTTYPE), .SELECTION(DREG)) block_D (.clk(CLK), .rst(RSTD), .en(CED), .in(D), .out(D_out));
    assign operation0_out = (OPMODE_out[6]) ? (D_out - B0_out) : (D_out + B0_out);
    reg_mux_block #(.BITS(18), .RSTTYPE(RSTTYPE), .SELECTION(A1REG)) block_A1 (.clk(CLK), .rst(RSTA), .en(CEA), .in(A0_out), .out(A1_out));
    assign B1_in = OPMODE_out[4] ? operation0_out : B0_out;
    reg_mux_block #(.BITS(18), .RSTTYPE(RSTTYPE), .SELECTION(B1REG)) block_B1 (.clk(CLK), .rst(RSTB), .en(CEB), .in(B1_in), .out(B1_out));
    assign BCOUT = B1_out;
    assign operation1_out = A1_out * B1_out;
    reg_mux_block #(.BITS(36), .RSTTYPE(RSTTYPE), .SELECTION(MREG)) block_M (.clk(CLK), .rst(RSTM), .en(CEM), .in(operation1_out), .out(M_out));
    assign M = M_out;
    assign CYI_in = (CARRYINSEL == "OPMODE5") ? OPMODE_out[5] : (CARRYINSEL == "CARRYIN") ? CARRYIN : 0;
    reg_mux_block #(.BITS(1), .RSTTYPE(RSTTYPE), .SELECTION(CARRYINREG)) block_CYI (.clk(CLK), .rst(RSTCARRYIN), .en(CECARRYIN), .in(CYI_in), .out(CYI_out));
    always @(*) begin
        case (OPMODE_out[1 : 0])
            2'b00:      X_out = 0;
            2'b01:      X_out = M_out;
            2'b10:      X_out = P_out;
            2'b11:      X_out = {D_out, A1_out, B1_out};
            default:    X_out = 0;
        endcase
    end
    always @(*) begin
        case (OPMODE_out[3 : 2])
            2'b00:      Z_out = 0;
            2'b01:      Z_out = PCIN;
            2'b10:      Z_out = P_out;
            2'b11:      Z_out = C_out;
            default:    Z_out = 0;
        endcase
    end
    assign {CYO_in, operation2_out} = (OPMODE_out[7]) ? (Z_out - (X_out + CYI_out)) : (Z_out + X_out + CYI_out);
    reg_mux_block #(.BITS(48), .RSTTYPE(RSTTYPE), .SELECTION(PREG)) block_P (.clk(CLK), .rst(RSTP), .en(CEP), .in(operation2_out), .out(P_out));
    reg_mux_block #(.BITS(1), .RSTTYPE(RSTTYPE), .SELECTION(CARRYOUTREG)) block_CYO (.clk(CLK), .rst(RSTCARRYIN), .en(CECARRYIN), .in(CYO_in), .out(CYO_out));
    assign P = P_out;
    assign PCOUT = P_out;
    assign CARRYOUT = CYO_out;
    assign CARRYOUTF = CYO_out;
endmodule
module reg_mux_block #(parameter BITS = 1, RSTTYPE = "SYNC", SELECTION = 1)(
    input clk, rst, en,
    input [BITS - 1 : 0] in,
    output [BITS - 1 : 0] out
);
    reg [BITS - 1 : 0] q_in;
    generate
        if (RSTTYPE == "ASYNC")
            always @(posedge clk, posedge rst) begin
                if (rst)
                    q_in <= 0;
                else if (en)
                    q_in <= in;
            end
        else if (RSTTYPE == "SYNC")
            always @(posedge clk) begin
                if (rst)
                    q_in <= 0;
                else if (en)
                    q_in <= in;
            end
    endgenerate
    assign out = SELECTION ? q_in : in;
endmodule
==> flow_metrics.env <==
# implementation run metrics
export IMPL_core_area_mm2=0.0904
export IMPL_syn_area_mm2=0.0275
export IMPL_synth_cell_types=74
export IMPL_startpoint_type="input port"
export IMPL_rsz0062_at_grt="false"
export IMPL_area_leaders="fa_1 19%, dfxtp_1 14%, ha_1 12%"
export IMPL_total_power_mw=2.24
export IMPL_cts_root_buf="clkbuf_16"
export IMPL_yosysTopAreaCell="fa_1"
export IMPL_fp_util=0.304
export IMPL_period_used=0.476
export IMPL_setup_viol=0
export IMPL_place_congestion=0.942
export IMPL_vias=23700
export IMPL_top_area_frac=0.190
export IMPL_mi_logic_area_mm2=0.0209
export IMPL_io_pins=346
export IMPL_drcViolationCount=0
export IMPL_ys_cells=3332
export IMPL_clock_latency_ns=0.53
export IMPL_top_cell="inv_1"
export IMPL_synthArstFlopShare=0
export IMPL_postRouteAntennaNets=0
export IMPL_setup_tns_ns=0
export IMPL_antenna_found_initial=3
export IMPL_hp_class="register to register"
export IMPL_post_cts_resized=0
export IMPL_path_buffers=3
export IMPL_cap_violations=0
export IMPL_synth_seq_share=0.143
export IMPL_hold_viol_final=0
export IMPL_worstPathRequired_ns=16.21
export IMPL_nFillCells=9270
export IMPL_peakVddDrop_mv=0.0977
export IMPL_grt_pass1_vias=23300
export IMPL_globalRouteOverflowTotal=0
export IMPL_edf_count=0
export IMPL_status="finished, final reports clean"
export IMPL_p_leak_nw=15.1
export IMPL_reg2reg_from="block_B1.q_in[3]$_SDFFE_PP0P_"
export IMPL_die_x_um=305
export IMPL_antenna_diode_count=0
export IMPL_cts_hold_fix_buffers=0
export IMPL_drive_above_1_share=0.0593
export IMPL_mux_share=0.0912
export IMPL_clock_skew_ns=0.0148
export IMPL_critPathKind="input port to register"
export IMPL_cp_slowest_stage_delay_ns=0.74
export IMPL_yosysChipArea_mm2=0.0275
export IMPL_synth_simple_gate_area_share=0.160
export IMPL_synth_cells=3332
export IMPL_fp_dieH_um=305
export IMPL_worstHoldStart="block_B1.q_in[7]$_SDFFE_PP0P_"
export IMPL_openroad_warnings=91
export IMPL_path_cells="clkdlybuf4s50_1 > mux2_2 > a22oi_1 > ha_1 > inv_1 > ha_1 > o211ai_1 > a211oi_1 > a211oi_2 > a211oi_1 > o21ai_0 > a2111oi_0 > nor3_1 > buf_4 > o21ai_0 > xnor2_1 > a2111oi_0"
export IMPL_fin_crit_ns=7.51
export IMPL_cts_buffer_depth=2
export IMPL_ys_sh_aoi=0.155
export IMPL_numSynthFlops=196
export IMPL_cp_max_fo=5
export IMPL_portBuffers=326
export IMPL_regArea_mm2=0.00393
export IMPL_tightest_slew_ns=0.802
export IMPL_grt_pass1_wl_mm=141
export IMPL_areaGrowthSynthToFinish_pct=17.0
export IMPL_critPathLaunch="PCIN[2]"
export IMPL_cts_num_sinks=196
export IMPL_cts_inserted_buffers=17
export IMPL_routed_wl_mm=92.6
export IMPL_xor_share=0.0407
export IMPL_fmax_mhz=133
export IMPL_chip_area_mm2=0.0930
export IMPL_cp_end_kind="register"
export IMPL_crit_slowest_cell="a2111oi_0"
export IMPL_dr_pass1_iters=6
export IMPL_top_cells_by_count="438 x inv_1, 288 x nand2_1, 281 x nor2_1, 267 x ha_1, 261 x fa_1"
export IMPL_grt_usage=0.205
export IMPL_post_cts_buffers=0
export IMPL_dp_hpwl_mm=72.8
export IMPL_slew_headroom=0.460
export IMPL_power_density_mw_per_mm2=69.5
export IMPL_via_per_inst=5.06
export IMPL_drv_slew=0
export IMPL_wire_per_inst_um=19.8
export IMPL_post_route_util=0.356
export IMPL_synth_area_per_cell_um2=8.26
export IMPL_h_tree_depth=4
export IMPL_fa_ha_area_frac=0.311
export IMPL_drtIter0Drc=1495
export IMPL_logic_family="adder cells"
export IMPL_cp_arrival_ns=7.93
export IMPL_path_delay_family="AND-OR/OR-AND gates"
export IMPL_ff_type="dfxtp_1"
export IMPL_rows=110
export IMPL_grt_max_degree=62
export IMPL_cts_tree="done"
export IMPL_ys_warn_count=7
export IMPL_clkSlewWorstSetupHoldPaths_ns=0.08
## cell usage in the layout (no fill, tap or decap), types with 31 or more instances in the layout
cell type and count:
a211oi_1 44, a21o_1 64, a21oi_1 171, a22o_1 64, and2_1 145, buf_4 58, clkdlybuf4s50_1 321, dfxtp_1 191
fa_1 261, ha_1 267, inv_1 438, mux2_2 86, mux2i_1 154, nand2_1 288, nand3_1 31, nor2_1 281
nor2b_1 36, nor3_1 35, o21ai_0 71, xnor2_1 87, xor2_1 41
## state kept, by name, summed over array words and instances, names as in the netlist
signal / count
block_P.q_in: 48
block_CYO.q_in: 1
block_C.q_in: 48
block_OPMODE.q_in: 8
block_B1.q_in: 18
block_A1.q_in: 18
block_D.q_in: 18
block_CYI.q_in: 1
block_M.q_in: 36
## metal layers
layer | GRT usage | part of all wire
met1 | 0.292 | 0.45
met5 | 0.00155 | 0.00013
met3 | 0.0637 | 0.086
met4 | 0.0375 | 0.023
met2 | 0.312 | 0.44
## area by class of cell
cell class              count  area share
repair buffers            383       0.114
inverters                 439      0.0512
clock inverters            13     0.00517
flip-flops and latches    196       0.122
well taps                1176      0.0457
multi-input cells        2458       0.648
clock buffers              18      0.0136
## report_power, final
part           total (mW)  internal, mW  leakage, nW  switching (mW)
Combinational        1.14         0.511         13.2           0.632
Clock               0.489         0.242        0.290           0.247
Sequential          0.606         0.538         1.62          0.0684
## logic make-up (layout without fill, tap and decap cells)
logic type	count (synthesis)	count (layout)
XOR/XNOR	128	128
flip-flops	196	196
multiplexers	240	240
adder cells (fa/ha/maj)	528	528
buffers and inverters	678	853
AND/OR/NAND/NOR	938	938
AND-OR/OR-AND	624	624
## final timing paths
check / cells after the start / slack, ns / end
worst max-delay path: 17 / 8.29 / block_P.q_in[43]$_SDFFE_PP0P_
worst min-delay path: 2 / 0.48 / block_B1.q_in[7]$_SDFFE_PP0P_
worst max register to register: 20 / 8.53 / block_M.q_in[31]$_SDFFE_PP0P_
worst min register to register: 2 / 0.48 / block_B1.q_in[7]$_SDFFE_PP0P_
## per-stage QoR
step | area [µm²] | worst slack (ns) | hold slack, ns | instances
after floorplan | 27500 | 9.03 | 0.444 | 3332
after global placement | 31600 | 7.73 | 0.465 | 4652
after detailed placement | 31600 | 7.78 | 0.474 | 4652
after CTS | 32200 | 8.36 | 0.486 | 4683
after global routing | 32200 | 7.98 | 0.511 | 4683
final | 32200 | 8.29 | 0.481 | 4683
## worst min-delay path, cell delays in order, from the launching register on
cell and delay, ns:
dfxtp_1 0.32, nor2_1 0.08, nor3_1 0.05
Power is estimated from default activity; no workload was simulated.
